<file path="flow/design.v">
`timescale 1ns / 1ps
module db(
    input logic clk, reset,
    input logic sw,
    output logic db
    );
    localparam N = 20;
    typedef enum{zero, wait1_1, wait1_2, wait1_3, one, wait0_1, wait0_2, wait0_3}state_type;
    state_type state_reg, state_next;
    logic [N-1:0] q_reg;
    logic [N-1:0] q_next;
    logic m_tick;
    always_ff@(posedge clk)
        q_reg <= q_next;
    assign q_next = q_reg + 1;
    assign m_tick = (q_reg==0) ? 1'b1 : 1'b0;
    always_ff@(posedge clk, posedge reset)
        if(reset)
            state_reg <= zero;
        else
            state_reg <= state_next;
     always_comb
     begin
     state_next = state_reg;
     db = 1'b0;
     case(state_reg)
        zero:
        if(sw)
            state_next = wait1_1;
        wait1_1:
            if(~sw)
                state_next = zero;
            else
                if(m_tick)
                    state_next = wait1_2;
        wait1_2:
            if(~sw)
                state_next = zero;
            else
                if(m_tick)
                    state_next = wait1_3;
        wait1_3:
            if(~sw)
                state_next = zero;
            else
                if(m_tick)
                    state_next = one;
        one:
            begin
                db = 1'b1;
                if(~sw)
                    state_next = wait0_1;
            end
        wait0_1:
            begin
                db = 1'b1;
                if(sw)
                    state_next = one;
                else
                    if(m_tick)
                        state_next = wait0_2;
            end
         wait0_2:
            begin
                db = 1'b1;
                if(sw)
                    state_next = one;
                else
                    if(m_tick)
                        state_next = wait0_3;
            end
          wait0_3:
            begin
                db = 1'b1;
                if(sw)
                    state_next = one;
                else
                    state_next = zero;
            end
         default: state_next = zero;
         endcase
     end      
endmodule
`timescale 1ns / 1ps
module db_tester(
    input logic clk,
    input logic btnR,  
    input logic btnC,  
    output logic [3:0] an,
    output logic [7:0] seg
    );
    logic [7:0] b_reg, d_reg;
    logic [7:0] b_next, d_next;
    logic btn_reg, db_reg;
    logic db_level, db_tick, btn_tick, clr;
    logic sw_en, db_en;
    disp_hex_mux disp_unit(.clk(clk), .reset(btnC), .hex3(b_reg[7:4]), .hex2(b_reg[3:0]), .hex1(d_reg[7:4]), .hex0(d_reg[3:0]), .dp_in(4'b1011), .an(an), .sseg(seg));
    rising_edge_detector red1(.clk(clk), .reset(btnC), .level(btnR), .tick(sw_en));
    rising_edge_detector red2(.clk(clk), .reset(btnC), .level(db_tick), .tick(db_en));
    db db_unit(.clk(clk), .reset(btnC), .sw(btnR), .db(db_level));
    always_ff@(posedge clk)
        begin
            btn_reg <= btnR;
            db_reg <= db_level;
        end
    assign btn_tick = ~btn_reg & btnR;
    assign db_tick = ~db_reg & db_level;
    assign clr = btnC;
    always_ff@(posedge clk)
        begin
            b_reg <= b_next;
            d_reg <= d_next;
        end
    assign b_next = (clr) ? 8'b0:
                    (btn_tick) ? b_reg + 1 : b_reg;
    assign d_next = (clr) ? 8'b0:
                    (db_tick) ? d_reg + 1 : d_reg;
endmodule
`timescale 1ns / 1ps
module disp_hex_mux(
    input logic clk, reset,
    input logic [3:0] hex3, hex2, hex1, hex0,  
    input logic [3:0] dp_in,  
    output logic [3:0] an,  
    output logic [7:0] sseg  
    );
    localparam N = 18;
    logic [N-1:0] q_reg;
    logic [N-1:0] q_next;
    logic [N-1:0] hex_in;
    logic dp;
    always_ff@(posedge clk, posedge reset)  
        if(reset)
            q_reg <= 0;
        else
            q_reg <= q_next;
        assign q_next = q_reg + 1;
        always_comb  
            case(q_reg[N-1:N-2])
                2'b00:
                    begin
                        an = 4'b1110;
                        hex_in = hex0;
                        dp = dp_in[0];
                    end
                2'b01:
                    begin
                        an = 4'b1101;
                        hex_in = hex1;
                        dp = dp_in[1];
                    end    
                2'b10:
                    begin
                        an = 4'b1011;
                        hex_in = hex2;
                        dp = dp_in[2];
                    end
                default:
                    begin
                        an = 4'b0111;
                        hex_in = hex3;
                        dp = dp_in[3];
                    end
        endcase
        always_comb  
          begin
            case(hex_in)
                4'h0: sseg [6:0] = 7'b1000000;
                4'h1: sseg [6:0] = 7'b1111001;
                4'h2: sseg [6:0] = 7'b0100100;
                4'h3: sseg [6:0] = 7'b0110000;
                4'h4: sseg [6:0] = 7'b0011001;
                4'h5: sseg [6:0] = 7'b0010010;
                4'h6: sseg [6:0] = 7'b0000010;
                4'h7: sseg [6:0] = 7'b1111000;
                4'h8: sseg [6:0] = 7'b00000000;
                4'h9: sseg [6:0] = 7'b0010000;
                4'ha: sseg [6:0] = 7'b0001000;
                4'hb: sseg [6:0] = 7'b0000011;
                4'hc: sseg [6:0] = 7'b1000110;
                4'hd: sseg [6:0] = 7'b0100001;
                4'he: sseg [6:0] = 7'b0000110;
                default: sseg [6:0] = 7'b0001110;
        endcase
        sseg[7] = dp;
    end
endmodule
`timescale 1ns / 1ps
module rising_edge_detector(
    input logic clk, reset,
    input logic level,
    output logic tick
    );
    typedef enum{zero, one} state_type;
    state_type state_reg, state_next;
    always_ff@(posedge clk, posedge reset)
        if(reset)
            state_reg <= zero;
        else
            state_reg <= state_next;
    always_comb
        begin
            state_next = state_reg;
            tick = 1'b0;
            case(state_reg)
                zero:
                    if(level)
                        begin
                            tick = 1'b1;
                            state_next = one;
                        end
                    one:
                        if(~level)
                            state_next = zero;
                    default: state_next = zero;
             endcase
        end 
endmodule
</file>
<file path="flow/run.sh">
#!/bin/bash
# OpenROAD 26Q1-2900-gdf79404cd8, Yosys 0.63+post, stock flow scripts
make -C /OpenROAD-flow-scripts/flow DESIGN_CONFIG=/design/flow/config.mk WORK_HOME=/design/flow/orfs finish
</file>
<file path="flow/config.mk">
export PLATFORM = sky130hd
export DESIGN_NAME = db_tester
export DESIGN_NICKNAME = db_tester
export VERILOG_FILES = /design/flow/design.v
export SDC_FILE = /design/flow/constraint.sdc
export NUM_CORES = 4
export LEC_CHECK = 1
export CORE_UTILIZATION = 50
</file>
<file path="flow/constraint.sdc">
current_design db_tester

set clk_period 3.7
set clk_io_pct 0.2

create_clock -name clk0 -period $clk_period [get_ports {clk}]

set non_clock_inputs [all_inputs -no_clocks]
set_input_delay [expr $clk_period * $clk_io_pct] -clock clk0 $non_clock_inputs
set_output_delay [expr $clk_period * $clk_io_pct] -clock clk0 [all_outputs]
</file>
==> qor.csv <==
stage;metric;value;unit
routing;Vias;2031;
power_and_ir_drop;worst vdd ir;0.000304;V
outcome;outcome;complete, no violations;
logic_synthesis;Async S/R FF share, synth;40.6;%
flow_run;Log Warnings;31;
global_routing;vias in the first global route;1940;
worst_setup_path;most used cell, CP;inv_1;
global_routing;GR Util All Layers;18.0;%
layout;tally of filler cells in the layout;474;
worst_hold_path;Hold Path Class;reg -> reg;
die;# IOs;15;
routing;DRT antenna net count;0;
layout;max reg flops;20;
global_routing;first-pass GRT wire length;8750;um
global_routing;initial antenna violation count;0;
routing;Total Routed Length;4930;um
worst_setup_path;Reg2Reg Launch Point;db_unit.q_reg[0]$_DFF_P_;
clocking;Insertion Delay late pin;0.33;ns
timing;actual slew at the worst max-slew pin;0.593;ns
logic_synthesis;Unique masters post-synth;42;
global_routing;pin count of the biggest net entering global routing;27;
global_routing;total gr overflow;0;
power_and_ir_drop;Pwr Density;367;nW/um^2
worst_setup_path;Critical Path Start;disp_unit.q_reg[16]$_DFF_PP0_;
layout;fin area;3340;um^2
die;fp_density;53.3;%
logic_synthesis;post-synthesis cell area;3010;um^2
logic_synthesis;Yosys reg bits;64;
logic_synthesis;Yosys top cell by instances;dfxtp_1;
timing;final clock skew;0.00573;ns
timing;RSZ-0062 raised after global routing;no;
layout;area grow syn2layout;11.1;%
die;row count;27;
die;chip width;79.6;um
clocking;CTS clk-pin slew, worst paths;0.07;ns
routing;Via density;5.25;
logic_synthesis;Mean Syn Cell Area;10.2;um^2
worst_setup_path;Critical Path RT;2.96;ns
flow_run;max-cap viol count;0;
logic_synthesis;register area share after synthesis;46.9;%
timing;period utilization;95.2;%
timing;minimum clock period;3.52;ns
place;routability cong.;0.780;
timing;Pins Over Slew Limit;0;
logic_synthesis;synth cell count leaders;dfxtp_1, xnor2_1, dfrtp_1;
worst_hold_path;Hold Startpoint;db_unit.q_reg[0]$_DFF_P_;
worst_setup_path;Setup crit start kind;flip-flop;
logic_synthesis;Yosys chip area;3010;um^2
logic_synthesis;number of enable flip-flop cells;0;
clocking;clock root buffer;clkbuf_8;
worst_setup_path;Arr. time, crit path;2.78;ns
routing;Avg WL per Cell;12.7;um
worst_setup_path;CP Class;reg -> out;
logic_synthesis;Largest type area fraction;25.3;%
power_and_ir_drop;leakage power;1.34;nW
routing;DRT iter0 DRCs;99;
timing;FMAX;284;MHz
timing;Worst slew margin;60.1;%
worst_setup_path;crit path cell chain;mux4_1 > inv_1 > ha_1 > inv_1 > mux4_2 > clkdlybuf4s50_1;
timing;Worst Setup Slack, final;0.179;ns
layout;Gate Area;1470;um^2
logic_synthesis;top cells, area;dfxtp_1, dfrtp_1, xnor2_1;
routing;# DRC;0;
logic_synthesis;top_reg_cell synth;dfxtp_1;
place;Placed Instance Area;3180;um^2
layout;fraction of layout cells with a size suffix above 1;6.98;%
worst_setup_path;Critical Path Slowest Stage Cell;mux4_1;
die;chip area;6330;um^2
place;hpwl dp;3440;um
clocking;PostCTS Resize Cnt;0;
place;pre-CTS setup slack;0.521;ns
clocking;CTS hold repair buffers;0;
layout;Flop area;1410;um^2
clocking;CTS tree;yes;
routing;Antenna diodes;0;
logic_synthesis;post-synth top area cell;dfxtp_1;
logic_synthesis;cells after synthesis;296;
clocking;H-tree levels;3;
timing;setup_tns;0;ns
logic_synthesis;YS warnings;4;
clocking;setup repair bufs after CTS;0;
worst_setup_path;highest net fanout along the worst path;10;
clocking;CTS Buf Count;9;
clocking;clock sink count;64;
die;core area;5640;um^2
place;number of port buffers;14;
routing;drt first pass iters;4;
timing;Final Hold Fails;0;
power_and_ir_drop;Power Total;1.23;mW
logic_synthesis;cell total in the yosys stat output;296;
worst_setup_path;CP peak stage delay;0.73;ns
timing;Final Setup Violations;0;
clocking;Clock Tree Buf Depth;2;
worst_setup_path;CP Capture Type;primary output;
die;die height;79.6;um
## layer usage
layer	wire [um]	vias up	GRT usage, %
met2	2280	26	28.6
met3	159	5	4.41
li1	-	1060	-
met5	0	-	0
met1	2440	940	26.7
met4	47	0	2.18
## report_power, final
part           internal (mW)  total (mW)  switching [mW]
clock network          0.260       0.505           0.245
logic                0.00766      0.0215          0.0138
registers              0.698       0.701         0.00297
## worst paths after layout
path                            depth (start not counted)                        endpoint  slack, ns
min in group asynchronous                               3   disp_unit.q_reg[15]$_DFF_PP0_       1.26
worst max-delay path                                    6                          seg[3]       0.18
worst min-delay path                                    1        db_unit.q_reg[0]$_DFF_P_       0.46
max in group asynchronous                               3  db_unit.state_reg[0]$_DFF_PP1_       2.14
worst max register to register                          6  db_unit.state_reg[5]$_DFF_PP0_       1.99
worst min register to register                          1        db_unit.q_reg[0]$_DFF_P_       0.46
## metrics by stage
step	utilization (%)	hold slack [ns]	std cells
final	59.3	0.457	387
after global routing	59.3	0.491	387
after floorplan	-	0.414	296
after CTS	59.3	0.461	387
after detailed placement	56.3	0.441	371
after global placement	56.3	0.431	371
## cells by family after synthesis
kind of cell / share of synthesized area [%]
mux: 5.74
fa+ha+maj: 4.57
compound gates: 5.28
buf+inv: 4.16
simple gates: 20.2
flops: 46.9
xor+xnor: 13.1
## worst max-delay path: cells and delay by family (launching register included)
kind | cells | cell delay (ns)
adders and majority gates | 1 | 0.14
DFF | 1 | 0.55
muxes | 2 | 1.17
buffers and inverters | 3 | 0.60
## layout by cell type, fill, tap and decap left out, types with 2 or more instances in the layout
| cell type | count |
|---|---|
| o31ai_1 | 2 |
| nor4b_1 | 2 |
| xnor2_1 | 27 |
| a21oi_1 | 8 |
| clkinv_2 | 2 |
| xor2_1 | 18 |
| dfxtp_1 | 38 |
| nor3_1 | 6 |
| mux2i_1 | 3 |
| o21a_1 | 2 |
| inv_1 | 15 |
| mux4_1 | 2 |
| nor4_1 | 8 |
| clkbuf_1 | 3 |
| mux4_2 | 3 |
| clkdlybuf4s50_1 | 14 |
| mux2_2 | 2 |
| nand4_1 | 12 |
| and3_1 | 8 |
| o21ai_0 | 7 |
| o22ai_1 | 2 |
| ha_1 | 11 |
| dfrtp_1 | 25 |
| nand2b_1 | 2 |
| clkbuf_8 | 10 |
| nand2_1 | 19 |
| a21boi_0 | 3 |
| nor2_1 | 19 |
| and4_1 | 5 |
| or4_1 | 3 |
| nand3_1 | 21 |
## final cells by class
type                            instances  area share [%]
Multi-Input combinational cell        205            44.0
Sequential cell                        64            42.2
Clock buffer                           13            4.45
Timing Repair Buffer                   15            4.41
Tap cell                               72            2.69
Inverter                               15            1.68
Clock inverter                          3           0.524
Power figures rest on the tool's default switching activity, not on a simulated workload.
